==> flow/design.v <==
package dut_param_pkg;
    parameter
    p_depth_bit                 =   8,   
    p_width_bit                 =   6,   
    p_height_bit                =   6,   
    p_depth_size_bit            =   10,   
    p_depth_size                =   2**p_depth_size_bit,
    p_depth_qnt_bit             =   3,   
    p_th_num                    =   7,
    p_depth_sram_a_bit          =   p_depth_size_bit,
    p_depth_sram_d_bit          =   p_depth_bit,
    p_histo_sram_a_bit          =   p_depth_bit,   
    p_histo_sram_d_bit          =   p_depth_size_bit,   
    p_histo_size                =   2**p_depth_bit;   
endpackage
module SRAM
#(
    parameter
        p_addr_bit      = 5,
        p_data_bit      = 32
)
(
    input                           CLK,
    input                           CEN,
    input                           WEN,
    input   [p_addr_bit-1:0]        A,
    input   [p_data_bit-1:0]        D,
    output  [p_data_bit-1:0]        Q
);
    localparam                p_memory_depth = 1<<p_addr_bit;
    reg   [p_data_bit-1:0]    r_MEM[0:p_memory_depth-1];
    reg   [p_data_bit-1:0]    r_douta;
    always@(posedge CLK) 
        begin
            if (~CEN) 
                begin
                  if(WEN == 1'b1)
                    r_douta    <= r_MEM[A];
                  else
                    r_MEM[A]   <= D;
                end
        end
    assign Q = r_douta;
endmodule
==> flow/run.sh <==
#!/bin/bash
# OpenROAD 26Q1-2900-gdf79404cd8, Yosys 0.63+post, stock flow scripts
make -C /OpenROAD-flow-scripts/flow DESIGN_CONFIG=/design/flow/config.mk WORK_HOME=/design/flow/orfs finish
==> flow/config.mk <==
export PLATFORM = sky130hd
export DESIGN_NAME = SRAM
export DESIGN_NICKNAME = SRAM
export VERILOG_FILES = /design/flow/design.v
export SDC_FILE = /design/flow/constraint.sdc
export NUM_CORES = 4
export LEC_CHECK = 1
export CORE_UTILIZATION = 30
==> flow/constraint.sdc <==
current_design SRAM

set clk_period 3.7
set clk_io_pct 0.2

create_clock -name clk0 -period $clk_period [get_ports {CLK}]

set non_clock_inputs [all_inputs -no_clocks]
set_input_delay [expr $clk_period * $clk_io_pct] -clock clk0 $non_clock_inputs
set_output_delay [expr $clk_period * $clk_io_pct] -clock clk0 [all_outputs]
==> results.py <==
# Physical implementation metrics
metrics = {
    "final_timing": {
        "fin_skew_ps": 32.6,
        "fin_crit_sh": 0.755,
        "fmax_mhz": 358,
        "finalSetupViolCount": 0,
        "slew-limit-headroom": 0.424,
        "hold_violations": 0,
        "slew_violations": 0,
        "rsz0062_at_grt": "no",
        "tightest_slew_ps": 856,
        "fin_tns_setup_ps": 0,
        "finalCriticalPeriod_ps": 2790,
    },
    "synth": {
        "syn-instance-count": 2109,
        "postSynthSeqShare": 0.792,
        "syn_area_mm2": 0.0400,
        "synth_warnings": 1,
        "yosys.cell_types.count": 22,
        "yosys_cells": 2109,
        "avgSynthCellArea_um2": 19.0,
        "synth_flops": 1056,
        "yosys_area_mm2": 0.0400,
    },
    "outcome": {
        "outcome": "complete, no violations",
    },
    "placed_design": {
        "io_buffers": 71,
        "dp_hpwl_um": 63100,
        "gp_congestion": 0.887,
    },
    "clocking": {
        "post-cts-setup-buffers": 0,
        "clock_latency_ps": 690,
        "cts_resized": 0,
        "cts_made_buffers": 105,
        "cts.sinks": 1056,
        "htreeDepth": 3,
        "hold_buffers": 0,
        "cts_root_buffer": "clkbuf_16",
        "cts_tree": "done",
        "clk_pin_slew_ps": 60,
        "clk_path_buf_depth": 3,
    },
    "routing": {
        "vias": 20864,
        "vias_per_cell": 5.00,
        "wl_per_cell_um": 24.8,
        "drt_wl_total_um": 104000,
        "drcViolationCount": 0,
        "drt_pass1_iterations": 5,
        "initialDrtViolationCount": 1197,
        "ant_nets": 0,
    },
    "worst_hold_path": {
        "hold_path.class": "reg2reg",
    },
    "layout": {
        "area_growth_pct": 18.6,
        "drive_gt1_frac": 0.149,
        "fillerInstances": 11866,
    },
    "grt": {
        "grt_overflow": 0,
        "grt_max_degree": 59,
        "met3_usage": 0.133,
        "grtUsageTotal": 0.163,
        "grt_pass1_wl_um": 150000,
        "grt-busiest-layer": "met2",
        "grt_pass1_vias": 22377,
        "use_met2": 0.241,
        "use_met1": 0.183,
        "antenna_found_initial": 8,
    },
    "critical_path": {
        "path_max_fanout": 22,
        "crit_path_cell_trace": "clkdlybuf4s50_1, buf_4, or4_2, buf_4, o22ai_1, nor4_1, nand2_1",
        "cpPeakStageDelay_ps": 670,
        "cp-end-kind": "register",
        "criticalPathCategory": "in2reg",
        "cp_data_arrival_time_ps": 3200,
        "startpoint_type": "input pin",
        "cpMostUsedCell": "buf_4",
        "cp.required_ps": 4110,
        "slowest_stage": "nor4_1",
    },
    "power_and_ir_drop": {
        "vdd_drop_max_mv": 0.390,
        "total_power_uw": 24700,
        "p_leak_uw": 0.0161,
        "powerDensity_mw_per_mm2": 520,
    },
    "floorplan": {
        "initCoreUtil": 0.303,
        "ioPinCount": 72,
        "die_w_um": 367,
        "std_cell_rows": 133,
        "die_h_um": 367,
        "coreArea_mm2": 0.132,
        "dieArea_mm2": 0.135,
    },
    "job": {
        "warning_count": 26,
        "cap_violations": 0,
    },
}
-- where the power goes --
group          internal, µW  total (µW)  leakage (µW)  switching (µW)
Clock                  5900       10300       0.00163            4380
Combinational           398        1080       0.00496             682
Sequential            13300       13300       0.00952            37.2
Total                 19600       24700        0.0161            5100
-- logic make-up (layout without fill, tap and decap cells) --
kind of cell | count (synthesis) | count (layout) | share of synthesized area
AND-OR/OR-AND | 256 | 256 | 0.0400
other | 0 | 1 | 0
multiplexers | 512 | 512 | 0.128
flip-flops | 1056 | 1056 | 0.792
AND/OR/NAND/NOR | 160 | 160 | 0.0224
buffers and inverters | 125 | 435 | 0.0171
-- Yosys cell counts (all sizes together) --
cell type | number | share of area
nand3 | 2 | 0.00025
nand4bb | 6 | 0.0017
buf | 97 | 0.014
or3b | 2 | 0.00044
nor2b | 1 | 0.00016
clkbuf | 28 | 0.0026
or3 | 1 | 0.00016
nand2b | 1 | 0.00016
mux2i | 512 | 0.13
or4b | 4 | 0.0010
o22ai | 256 | 0.040
nor3 | 5 | 0.00063
or4 | 1 | 0.00019
nand4 | 1 | 0.00016
nand2 | 35 | 0.0033
nor2 | 30 | 0.0028
nor4 | 64 | 0.010
edfxtp | 1056 | 0.79
nand3b | 3 | 0.00056
nand4b | 4 | 0.00088
-- layout by cell type, fill, tap and decap left out, drive strengths merged, types with 3 or more instances in the layout --
master | synthesis | final
buf | 97 | 171
nand2 | 35 | 35
nand3b | 3 | 3
mux2i | 512 | 512
or4b | 4 | 4
nor3 | 5 | 5
nor4 | 64 | 64
o22ai | 256 | 256
clkdlybuf4s50 | 0 | 70
nand4b | 4 | 4
clkinvlp | 0 | 3
clkbuf | 28 | 129
inv | 0 | 4
edfxtp | 1056 | 1056
nor2 | 30 | 30
nand4bb | 6 | 6
clkinv | 0 | 49
bufinv | 0 | 9
-- per-stage QoR --
stage               setup WS [ps]  utilization  hold slack [ps]  instance area (µm²)  cells
finish                        906        0.360              726                47500   4175
detailed placement            286        0.334              709                44100   3980
global route                  791        0.360              771                47500   4174
floorplan                     247            -              651                40000   2109
global placement              205        0.334              683                44100   3980
CTS                          1020        0.360              723                47500   4174
-- registers in the layout, indices dropped and copies added, names as in the netlist --
name	count
r_MEM	1024
r_douta	32
-- path summary, 6_finish.rpt --
path	startpoint	endpoint	slack (ps)	depth (start not counted)
hold reg to reg	r_MEM[13][14]	r_douta[14]	730	4
hold / removal	r_MEM[13][14]	r_douta[14]	730	4
setup / recovery	A[4]	r_douta[26]	910	7
setup reg to reg	r_MEM[6][21]	r_douta[21]	1910	4
-- area by class of cell --
type,count,area [µm²],area share
Clock buffer,129,2740,0.0577
Multi-Input combinational cell,928,7950,0.167
Tap cell,1755,2200,0.0463
Timing Repair Buffer,241,2250,0.0475
Antenna cell,1,2.50,0.0000527
Sequential cell,1056,31700,0.668
Clock inverter,65,621,0.0131
-- routing by layer --
layer / up-vias / share of wire / wire length, µm
li1: 9086 / - / -
met1: 10158 / 0.34 / 35000
met5: - / 0.0044 / 452
met2: 1410 / 0.46 / 47300
met3: 189 / 0.17 / 18000
met4: 21 / 0.028 / 2920
-- critical path, delay by kind of cell --
kind / cells / cell delay, ps
buf+inv: 3 / 1300
compound gates: 1 / 190
simple gates: 3 / 950
No activity file was given, so power comes from the tool's default toggle rates.
